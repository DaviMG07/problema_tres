==> design.v <==
module decoder_units(
    input [3:0] units,
    output [7:0] segments
);
wire [16:0] aux;
xor(aux[0], units[2], units[0]);
and(segments[0], !units[3], !units[1], aux[0]);
xor(aux[1], units[1], units[0]);
and(segments[1], !units[3], units[2], aux[1]);
and(segments[2], !units[3], !units[2], units[1], !units[0]);
xnor(aux[2], units[2], units[1]);
and(aux[3], units[0], aux[2]);
and(aux[4], units[2], !units[1], !units[0]);
or(aux[5], aux[3], aux[4]);
and(segments[3], !units[3], aux[5]);
and(aux[6], units[2], !units[1]);
and(aux[7], units[1], units[0]);
or(aux[8], aux[6], aux[7]);
and(aux[9], !units[3], aux[8]);
and(aux[10], !units[2], !units[1], units[0]);
or(segments[4], aux[9], aux[10]);
and(aux[11], !units[2], aux[1]);
and(aux[12], units[1], units[0]);
or(aux[13], aux[11], aux[12]);
and(segments[5], !units[3], aux[13]);
and(aux[14], !units[2], !units[1]);
and(aux[15], units[2], units[1], units[0]);
or(aux[16], aux[14], aux[15]);
and(segments[6], !units[3], aux[16]);
assign segments[7] = 0;
endmodule
==> run.sh <==
#!/bin/bash
# OpenROAD 26Q1-2900-gdf79404cd8, Yosys 0.63+post, stock flow scripts
make -C /OpenROAD-flow-scripts/flow DESIGN_CONFIG=/design/flow/config.mk WORK_HOME=/design/flow/orfs finish
==> config.mk <==
export PLATFORM = sky130hd
export DESIGN_NAME = decoder_units
export DESIGN_NICKNAME = decoder_units
export VERILOG_FILES = /design/flow/design.v
export SDC_FILE = /design/flow/constraint.sdc
export NUM_CORES = 4
export LEC_CHECK = 1
export CORE_AREA = 10 10 70 70
export DIE_AREA = 0 0 80 80
==> constraint.sdc <==
current_design decoder_units

set clk_period 1.1
set clk_io_pct 0.2

create_clock -name clk0 -period $clk_period

set non_clock_inputs [all_inputs -no_clocks]
set_input_delay [expr $clk_period * $clk_io_pct] -clock clk0 $non_clock_inputs
set_output_delay [expr $clk_period * $clk_io_pct] -clock clk0 [all_outputs]
==> impl_metrics.yaml <==
# physical design summary
final_timing:
  setup-tns-final_ps: -201.7
  min_period_ps: 1178
  drv_slew: 0
  fmax_mhz: 848.9
  fin_ws_ps: -78.05
  setup_viol: 5
  hold_ws_ps: 734.3
  hold_violations: 0
  finalCritPeriodShare_pct: 107.1
  rsz0062_at_grt: "true"
yosys:
  avgSynthCellArea_um2: 7.344
  syn_area_um2: 168.9
  yosys_cells: 23
  synth-seq-area-share_pct: 0
  yosys.area.top_type: "ha_1"
  yosysMostFrequentCell: "ha_1"
  top_cells_by_count: "ha_1 (4), a21oi_1 (2), buf_4 (2), inv_1 (2), nor2_1 (2)"
  ys_area_um2: 168.9
  top_area_share_pct: 29.63
  syn_inst: 23
  synthTopCellsByArea: "ha_1 (30%), buf_4 (8.9%), nor4_2 (7.4%), a21oi_1 (5.9%), mux2i_1 (5.9%)"
  yosysWarningCount: 0
  synth.distinct_cells: 16
critical_path:
  crit_type: "input port to primary output"
  worstSetupStartpointType: "input port"
  end_kind: "primary output"
  arrival_ps: 960
  cp_data_required_time_ps: 880
  crit_fanout: 3
detailed_routing:
  dr.pass1.iters: 1
  via_count: 220
  post_drt_wl_per_cell_um: 7.874
  drc: 0
  wl_um: 685
  insertedDiodeCount: 0
  viasPerCell: 2.529
  ant_nets: 0
  drt_iter0_markers: 0
layout:
  nFlopsAndLatches: 0
  nClkBuffers: 0
  n_fill_cell: 390
  drive_above_1_share_pct: 75.61
  logic_area_um2: 209.0
  fin_area_um2: 437.9
  fin_util_pct: 12.82
  seq_area_um2: 0
  area_delta_synth_final_pct: 159.3
grt:
  grt_usage_pct: 1.917
  grt_first_pass_wirelength_um: 1035
  antenna_found_initial: 0
  grt_max_degree: 6
  first_global_vias: 202
  overflow: 0
min_path:
  whs_path_depth: 3
  holdCritPathClass: "input port to primary output"
job:
  tool_warnings: 36
  cap_violations: 0
place:
  place_congestion: 0.7688
  port_buffers: 11
  dpl.hpwl_um: 508.2
  place_area_um2: 366.6
floorplanning:
  die_x_um: 80
  fp_util_pct: 4.945
  die-height_um: 80
  ioPinCount: 12
  num_rows: 21
  coreArea_mm2: 0.003416
  fp.dieArea_mm2: 0.006400
outcome:
  status: "complete, but fails checks"
  violations: "negative setup slack"
power:
  clkPwrFrac_pct: 0
  p_sw_mw: 0.05707
  p_leak_nw: 0.1871
  peakVddDrop_uv: 45.09
  p_comb_share_pct: 100.0
  p_int_mw: 0.07793
  p_per_area_mw_per_mm2: 308.3
  netSwitchingFraction_pct: 42.28
  seqPwrFrac_pct: 0
clock_network:
  cts-hold-fix-buffers: 0
==> per-layer routing <==
metal	vias up	GRT usage (%)	share of wire (%)
met5	-	0	0
met4	0	0	0
met3	0	0.5682	9.3
met2	9	3.050	41
met1	98	2.639	50
li1	113	-	-
==> worst max-delay path, cell delays in order <==
cell and delay (ps):
buf_8 100, buf_6 120, ha_4 250, nand2b_1 60, a21oi_1 110, buf_2 100
==> power by group through the flow <==
stage	Clock [mW]	Combinational, mW	Sequential, mW
6_report	0	0.135	0
5_1_grt	0	0.148	0
4_1_cts	0	0.135	0
==> per-stage QoR <==
step           setup WS, ps  std cells  power [mW]
2_1_floorplan         201.8         23     0.03677
3_3_place_gp         -942.6         84      0.1088
3_5_place_dp         -939.8         84      0.1099
4_1_cts              -69.90         87      0.1347
5_1_grt              -125.5         87      0.1483
6_report             -78.05         87      0.1350
==> cell type report <==
type / instances / share of cell area [%]
inverters: 3 / 3.143
well taps: 46 / 13.14
multi-input cells: 18 / 47.71
repair buffers: 20 / 36.00
==> final timing paths <==
path | startpoint | endpoint | slack [ps]
setup / recovery | units[1] | segments[5] | -80
hold / removal | units[3] | segments[2] | 730
==> cells by family (layout without fill, tap and decap cells) <==
group	after synthesis	after routing	share of synthesized area [%]
other	1	1	2.220
adders and majority gates	4	4	29.63
buffers and inverters	5	23	15.55
xor gates and xnor gates	1	1	5.186
and+or+nand+nor	7	7	28.15
muxes	1	1	5.926
AOI/OAI and AO/OA	4	4	13.33
==> cells in the final DEF (no fill, tap or decap) <==
cell type and instances:
o21ai_1 1, a21oi_1 2, inv_1 1, buf_6 6
nor2_1 1, a211oi_2 1, ha_4 3, mux2i_1 1
inv_4 1, nor2_2 1, ha_1 1, nor3b_2 1
inv_2 1, nor4_4 1, conb_1 1, buf_4 4
buf_2 9, xnor2_2 1, nor3_2 1, nand2b_1 1
buf_8 1, nand2_1 1
==> repair_timing <==
| item | in CTS | in global routing |
|---|---|---|
| endpoints found under the setup margin | 7 | 6 |
| gates resized | 58 | 0 |
| pin swaps | 9 | 4 |
| buffers inserted | 3 | 0 |
No activity file was given, so power comes from the tool's default toggle rates.
